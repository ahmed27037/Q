$ cat design/flow/config.mk
export PLATFORM = sky130hd
export DESIGN_NAME = statevector_memory
export DESIGN_NICKNAME = statevector_memory
export VERILOG_FILES = /design/flow/design.v
export SDC_FILE = /design/flow/constraint.sdc
export NUM_CORES = 4
export LEC_CHECK = 1
export CORE_UTILIZATION = 30
export SYNTH_HDL_FRONTEND = slang
$ cat design/flow/constraint.sdc
current_design statevector_memory

set clk_period 13.2
set clk_io_pct 0.2

create_clock -name clk0 -period $clk_period [get_ports {clk}]

set non_clock_inputs [all_inputs -no_clocks]
set_input_delay [expr $clk_period * $clk_io_pct] -clock clk0 $non_clock_inputs
set_output_delay [expr $clk_period * $clk_io_pct] -clock clk0 [all_outputs]
$ cat design/flow/design.v
module statevector_memory #(
    parameter NUM_QUBITS = 5,
    parameter AMPLITUDE_WIDTH = 32,   
    parameter NUM_STATES = 2**NUM_QUBITS
) (
    input  logic clk,
    input  logic porta_en,
    input  logic porta_we,
    input  logic [$clog2(NUM_STATES)-1:0] porta_addr,
    input  logic [AMPLITUDE_WIDTH-1:0] porta_din_re,
    input  logic [AMPLITUDE_WIDTH-1:0] porta_din_im,
    output logic [AMPLITUDE_WIDTH-1:0] porta_dout_re,
    output logic [AMPLITUDE_WIDTH-1:0] porta_dout_im,
    input  logic portb_en,
    input  logic [$clog2(NUM_STATES)-1:0] portb_addr,
    output logic [AMPLITUDE_WIDTH-1:0] portb_dout_re,
    output logic [AMPLITUDE_WIDTH-1:0] portb_dout_im
);
    (* ram_style = "block" *) logic [AMPLITUDE_WIDTH-1:0] bram_re [0:NUM_STATES-1];
    (* ram_style = "block" *) logic [AMPLITUDE_WIDTH-1:0] bram_im [0:NUM_STATES-1];
    initial begin
        for (int i = 0; i < NUM_STATES; i++) begin
            if (i == 0) begin
                bram_re[i] = {1'b0, {(AMPLITUDE_WIDTH-1){1'b0}}} | ({{(AMPLITUDE_WIDTH-1){1'b0}}, 1'b1} << (AMPLITUDE_WIDTH-2));  
                bram_im[i] = '0;
            end else begin
                bram_re[i] = '0;
                bram_im[i] = '0;
            end
        end
    end
    always_ff @(posedge clk) begin
        if (porta_en) begin
            if (porta_we) begin
                bram_re[porta_addr] <= porta_din_re;
                bram_im[porta_addr] <= porta_din_im;
            end
            porta_dout_re <= bram_re[porta_addr];
            porta_dout_im <= bram_im[porta_addr];
        end
    end
    always_ff @(posedge clk) begin
        if (portb_en) begin
            portb_dout_re <= bram_re[portb_addr];
            portb_dout_im <= bram_im[portb_addr];
        end
    end
endmodule
module statevector_controller #(
    parameter NUM_QUBITS = 5,
    parameter AMPLITUDE_WIDTH = 32
) (
    input  logic clk,
    input  logic rst_n,
    input  logic gate_start,
    input  logic [NUM_QUBITS-1:0] qubit_mask,
    output logic gate_ready,
    output logic mem_porta_en,
    output logic mem_porta_we,
    output logic [$clog2(2**NUM_QUBITS)-1:0] mem_porta_addr,
    output logic [AMPLITUDE_WIDTH-1:0] mem_porta_din_re,
    output logic [AMPLITUDE_WIDTH-1:0] mem_porta_din_im,
    input  logic [AMPLITUDE_WIDTH-1:0] mem_porta_dout_re,
    input  logic [AMPLITUDE_WIDTH-1:0] mem_porta_dout_im
);
    logic [$clog2(2**NUM_QUBITS)-1:0] base_addr;
    logic [$clog2(2**NUM_QUBITS)-1:0] offset_addr;
    typedef enum logic [1:0] {
        IDLE,
        COMPUTE_ADDR,
        ACCESS,
        DONE
    } state_t;
    state_t state, next_state;
    always_ff @(posedge clk or negedge rst_n) begin
        if (!rst_n)
            state <= IDLE;
        else
            state <= next_state;
    end
    always_comb begin
        next_state = state;
        case (state)
            IDLE: if (gate_start) next_state = COMPUTE_ADDR;
            COMPUTE_ADDR: next_state = ACCESS;
            ACCESS: next_state = DONE;
            DONE: next_state = IDLE;
            default: next_state = IDLE;
        endcase
    end
    always_ff @(posedge clk) begin
        if (state == COMPUTE_ADDR) begin
            base_addr <= base_addr & ~qubit_mask;
            offset_addr <= '0;
            for (int i = 0; i < NUM_QUBITS; i++) begin
                if (qubit_mask[i])
                    offset_addr[i] <= 1'b1;
            end
        end
    end
    assign mem_porta_addr = base_addr | offset_addr;
    assign mem_porta_en = (state == ACCESS);
    assign gate_ready = (state == IDLE);
endmodule
$ cat design/flow/run.sh
#!/bin/bash
# OpenROAD 26Q1-2900-gdf79404cd8, Yosys 0.63+post, stock flow scripts
make -C /OpenROAD-flow-scripts/flow DESIGN_CONFIG=/design/flow/config.mk WORK_HOME=/design/flow/orfs finish
==> results.yml <==
# implementation run metrics
outcome:
  status: "finished, final reports clean"
global_route:
  grt_pass1_wl_mm: 472
  overflow: 0
  grt_max_degree: 98
  antenna_found_initial: 19
  grt_pass1_vias: 62000
  grt_util_all_layers: 0.225
synthesis:
  aoi_share: 0.0508
  ys_sh_adder: 0
  flop_cell: "edfxtp_1"
  ys_seq_frac: 0.679
  ys_sh_mux: 0.233
  async_flop_share: 0
  synth-simple-area-share: 0.0195
  yosys_area_um2: 96300
  ys_ff: 2176
  ys_top_logic_family: "multiplexers"
  syn_area_um2: 96300
  yosysUniqueCellTypes: 28
  yosys_warnings: 0
  yosysCellCount: 4833
  edf_count: 2176
  xor_share: 0
  synthCells: 4833
  syn_area_per_cell_um2: 19.9
clock_tree:
  ctsResizeCount: 0
  numCtsBuffers: 222
  hold_buffers: 0
  cts_root_buf: "clkbuf_16"
  cts_max_level: 4
  clock_path_buffers: 4
  cts_tree: "done"
  clkTransAtPathRegs_ns: 0.07
  clkLatencyLatePin_ns: 0.89
  postCtsSetupBuffers: 0
  cts.sinks: 2176
floorplanning:
  fp_util: 0.302
  design.core.area_um2: 319000
  rows: 207
  die_height_um: 569
  die_w_um: 569
  die_area_um2: 323000
  pin_count: 206
routing:
  wl_per_cell_um: 35.6
  vias: 55400
  wirelength_mm: 339
  avgViaCountPerCell: 5.82
  drcViolationCount: 0
  drtIter0Drc: 4001
  drt_pass1_iterations: 6
  ant_nets: 0
placed_design:
  hpwlAfterDp_mm: 192
  io_buffers: 205
  placed_area_um2: 105000
  gp_congestion: 0.887
final_layout:
  layout_top_cells: "edfxtp_1, mux4_2, a22oi_1"
  final-comb-area_um2: 29600
  drive_above_1_share: 0.268
  seqCellArea_um2: 65300
  layout_top_cell: "edfxtp_1"
  finalInstanceArea_um2: 111000
  fill_cells: 29100
  area_delta_synth_final_pct: 15.7
power_and_ir_drop:
  ir_worst_vdd_v: 0.000107
  power_mw: 15.0
  powerDensity_nw_per_um2: 135
  power_leakage_nw: 35.0
timing:
  whs_ns: 0.778
  fin_crit_ns: 5.90
  post-route-period-util: 0.447
  fmax_ghz: 0.169
  fin_worst_skew_ns: 0.0642
  finalHoldViolCount: 0
  setup_tns_ns: 0
  drv_slew: 0
  rsz0062_at_grt: "no"
  tightest_slew_ns: 1.13
  setup_violations: 0
  relSlewSlack: 0.239
worst_setup_path:
  start_kind: "primary input"
  crit_top_cell: "buf_4"
  crit_path_cell_trace: "buf_8 -> buf_12 -> buf_4 -> buf_4 -> buf_4 -> mux4_2 -> a22oi_1 -> nand4_1"
  cp.arrival_ns: 6.49
  worstPathRequired_ns: 13.79
  crit_type: "in -> reg"
  r2r_start: "bram_im[23][8]"
  cpMaxStageDelayCell: "buf_4"
  cp_max_fo: 95
  worst_setup_path_end_kind: "flop"
  cp-startpoint: "porta_addr[1]"
  critical_path.max_stage_delay_ns: 0.74
min_path:
  hold_path_class: "reg -> reg"
  hold_start: "bram_re[2][11]"
flow_run:
  cap_violations: 0
  tool_warnings: 26
## metrics by stage
step	cells	worst slack, ns	util
2_1_floorplan	4833	6.29	-
3_3_place_gp	9124	6.56	0.328
3_5_place_dp	9124	6.54	0.328
4_1_cts	9519	7.51	0.350
5_1_grt	9522	7.22	0.350
6_report	9528	7.30	0.350
## power by group
part           internal [mW]  switching, mW  total (mW)
registers               7.70         0.0639        7.77
clock network           3.39           2.69        6.08
logic                  0.459          0.684        1.14
total                   11.6           3.44        15.0
## cell families after synthesis
kind of cell | Yosys count
flip-flops | 2176
multiplexers | 1280
AND-OR/OR-AND | 651
buffers and inverters | 384
AND/OR/NAND/NOR | 342
## registers in the layout, summed over array words and instances (netlist names)
signal,flops
bram_im,1024
bram_re,1024
porta_dout_im,32
porta_dout_re,32
portb_dout_im,32
portb_dout_re,32
## cells in the mapped netlist (6+ instances only)
cell | count | share of area
nor2_1 | 43 | 0.0017
edfxtp_1 | 2176 | 0.68
mux4_2 | 768 | 0.18
buf_1 | 41 | 0.0016
nor2b_1 | 15 | 0.00097
buf_4 | 34 | 0.0027
clkbuf_1 | 172 | 0.0067
a31oi_1 | 11 | 0.00071
nand3_1 | 129 | 0.0067
mux2i_1 | 512 | 0.053
and2_1 | 7 | 0.00045
nand4_1 | 118 | 0.0077
a22o_1 | 11 | 0.0010
nand2_1 | 6 | 0.00023
a22oi_1 | 627 | 0.049
buf_2 | 135 | 0.0070
## metal layers
layer	part of all wire	track usage	up-vias	wire length, µm
li1	-	-	21800	-
met1	0.29	0.219	27900	97600
met2	0.46	0.329	4869	156000
met3	0.21	0.207	819	69500
met4	0.045	0.0792	40	15200
met5	0.0024	0.0229	-	820
## worst paths after layout
| check | end | slack (ns) | cells past startpoint |
|---|---|---|---|
| max | porta_dout_im[7] | 7.30 | 8 |
| min | porta_dout_re[11] | 0.78 | 3 |
| max reg2reg | portb_dout_im[8] | 11.11 | 3 |
| min reg2reg | porta_dout_re[11] | 0.78 | 3 |
## final cells by class
class	count	share of cell area
flip-flops and latches	2176	0.587
multi-input cells	2273	0.265
clock buffers	263	0.0514
well taps	4180	0.0469
repair buffers	495	0.0395
clock inverters	132	0.00983
diodes	9	0.000202
## worst max-delay path: cells and delay by family
kind | cells | cell delay (ns)
buffers and inverters | 5 | 2.70
AND/OR/NAND/NOR | 1 | 0.19
AND-OR/OR-AND | 1 | 0.24
multiplexers | 1 | 0.41
No activity file was given, so power comes from the tool's default toggle rates.
