File: ./run.sh
#!/bin/bash
# OpenROAD 26Q1-2900-gdf79404cd8, Yosys 0.63+post, stock flow scripts
make -C /OpenROAD-flow-scripts/flow DESIGN_CONFIG=/design/flow/config.mk WORK_HOME=/design/flow/orfs finish
File: ./config.mk
export PLATFORM = sky130hd
export DESIGN_NAME = qec_feedback_controller
export DESIGN_NICKNAME = qec_feedback_controller
export VERILOG_FILES = /design/flow/design.v
export SDC_FILE = /design/flow/constraint.sdc
export NUM_CORES = 4
export LEC_CHECK = 1
export CORE_AREA = 10 10 94 94
export DIE_AREA = 0 0 104 104
export SYNTH_HDL_FRONTEND = slang
File: ./constraint.sdc
current_design qec_feedback_controller

set clk_period 3.1
set clk_io_pct 0.2

create_clock -name clk0 -period $clk_period [get_ports {clk}]

set non_clock_inputs [all_inputs -no_clocks]
set_input_delay [expr $clk_period * $clk_io_pct] -clock clk0 $non_clock_inputs
set_output_delay [expr $clk_period * $clk_io_pct] -clock clk0 [all_outputs]
File: ./design.v
module qec_steane_decoder (
    input  logic clk,
    input  logic rst_n,
    input  logic decode_start,
    output logic decode_done,
    input  logic [2:0] syndrome_x,
    input  logic [2:0] syndrome_z,
    output logic [6:0] correction_x,   
    output logic [6:0] correction_z    
);
    logic [6:0] lookup_x [0:63];
    logic [6:0] lookup_z [0:63];
    initial begin
        integer i;
        for (i = 0; i < 64; i = i + 1) begin
            lookup_x[i] = 7'b0000000;
            lookup_z[i] = 7'b0000000;
        end
        lookup_x[6'b000000] = 7'b0000000;
        lookup_z[6'b000000] = 7'b0000000;
        lookup_x[6'b000111] = 7'b0000001;
        lookup_z[6'b000111] = 7'b0000000;
        lookup_x[6'b000011] = 7'b0000010;
        lookup_z[6'b000011] = 7'b0000000;
        lookup_x[6'b000101] = 7'b0000100;
        lookup_z[6'b000101] = 7'b0000000;
        lookup_x[6'b000110] = 7'b0001000;
        lookup_z[6'b000110] = 7'b0000000;
        lookup_x[6'b000001] = 7'b0010000;
        lookup_z[6'b000001] = 7'b0000000;
        lookup_x[6'b000010] = 7'b0100000;
        lookup_z[6'b000010] = 7'b0000000;
        lookup_x[6'b000100] = 7'b1000000;
        lookup_z[6'b000100] = 7'b0000000;
        lookup_x[6'b111000] = 7'b0000000;
        lookup_z[6'b111000] = 7'b0000001;
        lookup_x[6'b011000] = 7'b0000000;
        lookup_z[6'b011000] = 7'b0000010;
        lookup_x[6'b101000] = 7'b0000000;
        lookup_z[6'b101000] = 7'b0000100;
        lookup_x[6'b110000] = 7'b0000000;
        lookup_z[6'b110000] = 7'b0001000;
        lookup_x[6'b001000] = 7'b0000000;
        lookup_z[6'b001000] = 7'b0010000;
        lookup_x[6'b010000] = 7'b0000000;
        lookup_z[6'b010000] = 7'b0100000;
        lookup_x[6'b100000] = 7'b0000000;
        lookup_z[6'b100000] = 7'b1000000;
        lookup_x[6'b111111] = 7'b0000001;
        lookup_z[6'b111111] = 7'b0000001;
        lookup_x[6'b011011] = 7'b0000010;
        lookup_z[6'b011011] = 7'b0000010;
        lookup_x[6'b101101] = 7'b0000100;
        lookup_z[6'b101101] = 7'b0000100;
        lookup_x[6'b110110] = 7'b0001000;
        lookup_z[6'b110110] = 7'b0001000;
    end
    logic [5:0] syndrome_addr;
    assign syndrome_addr = {syndrome_x, syndrome_z};
    typedef enum logic [1:0] {
        IDLE,
        LOOKUP,
        DONE
    } state_t;
    state_t state, next_state;
    always_ff @(posedge clk or negedge rst_n) begin
        if (!rst_n)
            state <= IDLE;
        else
            state <= next_state;
    end
    always_comb begin
        next_state = state;
        case (state)
            IDLE: if (decode_start) next_state = LOOKUP;
            LOOKUP: next_state = DONE;
            DONE: next_state = IDLE;
            default: next_state = IDLE;
        endcase
    end
    always_ff @(posedge clk or negedge rst_n) begin
        if (!rst_n) begin
            correction_x <= 7'b0000000;
            correction_z <= 7'b0000000;
        end else if (state == LOOKUP) begin
            correction_x <= lookup_x[syndrome_addr];
            correction_z <= lookup_z[syndrome_addr];
        end
    end
    assign decode_done = (state == DONE);
endmodule
module qec_feedback_controller (
    input  logic clk,
    input  logic rst_n,
    input  logic cycle_start,
    output logic cycle_done,
    output logic measure_start,
    input  logic measure_done,
    input  logic [2:0] syndrome_x,
    input  logic [2:0] syndrome_z,
    output logic apply_start,
    input  logic apply_done,
    output logic [6:0] correction_x,
    output logic [6:0] correction_z
);
    logic decode_start, decode_done;
    qec_steane_decoder decoder (
        .clk(clk),
        .rst_n(rst_n),
        .decode_start(decode_start),
        .decode_done(decode_done),
        .syndrome_x(syndrome_x),
        .syndrome_z(syndrome_z),
        .correction_x(correction_x),
        .correction_z(correction_z)
    );
    typedef enum logic [2:0] {
        IDLE,
        MEASURE,
        DECODE,
        APPLY,
        DONE
    } state_t;
    state_t state, next_state;
    always_ff @(posedge clk or negedge rst_n) begin
        if (!rst_n)
            state <= IDLE;
        else
            state <= next_state;
    end
    always_comb begin
        next_state = state;
        measure_start = 1'b0;
        decode_start = 1'b0;
        apply_start = 1'b0;
        cycle_done = 1'b0;
        case (state)
            IDLE: begin
                if (cycle_start) next_state = MEASURE;
            end
            MEASURE: begin
                measure_start = 1'b1;
                if (measure_done) next_state = DECODE;
            end
            DECODE: begin
                decode_start = 1'b1;
                if (decode_done) next_state = APPLY;
            end
            APPLY: begin
                apply_start = 1'b1;
                if (apply_done) next_state = DONE;
            end
            DONE: begin
                cycle_done = 1'b1;
                next_state = IDLE;
            end
        endcase
    end
endmodule
==> job_summary.md <==
## Synthesis and layout report

| Metric | Value |
|---|---|
| Crit. End Element | primary output |
| Final GP Congestion | 0.759 |
| Drt pass-1 iters | 3 |
| WHS Path Cells | 1 |
| Fill cell count | 765 |
| Critical path arrival | 1.14 ns |
| RSZ-0062 raised after global routing | no |
| Clk latency late pin | 0.26 ns |
| # Max-Cap Violations | 0 |
| Synth warn | 0 |
| Drt first-iter violations | 11 |
| CP delay by family, top | buffers and inverters |
| IO buf count | 27 |
| CTS root buf | clkbuf_8 |
| First-pass GRT wire length | 4190 µm |
| WP data required | 2.48 ns |
| Die width | 104 µm |
| Top-area cell share | 47.1% |
| Area grow syn2layout | 39.4% |
| Worst setup path class | reg -> out |
| Max-slew violation count | 0 |
| Critical path depth | 1 |
| Yosys stat area | 0.00106 mm² |
| Max-Slew Margin vs Limit | 42.0% |
| Total GRT Usage | 4.55% |
| Post-Syn Instances | 103 |
| Setup WS post-layout | 1.34 ns |
| Cts bufs inserted | 3 |
| Final worst-path cycle share | 56.9% |
| Post-CTS resize count | 0 |
| CP cell instances | clkdlybuf4s50_1 |
| Core area | 0.00683 mm² |
| Pin count of the biggest net entering global routing | 29 |
| Post-Syn Area | 0.00106 mm² |
| Post-place setup slack | 1.08 ns |
| IO Pins | 28 |
| Pwr/cell area | 399 mW/mm² |
| Overall Power | 0.592 mW |
| Die Ht | 104 µm |
| Via count | 772 |
| Area contributors post-synth | dfrtp_1 47%, inv_1 6.7%, dfstp_2 4.9%, ha_1 4.7%, o21ai_0 3.8% |
| Final WL | 2430 µm |
| Worst R2R Path Depth | 1 |
| ANT cells | 0 |
| Worst-Margin Slew | 0.870 ns |
| Status | finished clean |
| Fin Setup TNS | 0 ns |
| WP buf/inv | 1 |
| Count of different cell masters after synthesis | 30 |
| Average wire per standard cell | 10.8 µm |
| Post-CTS setup buffer count | 0 |
| Min Tclk post-route | 1.76 ns |
| Number of global-route vias before repair | 803 |
| Max Clock Skew | 0.00693 ns |
| Longest Clk Path Bufs | 2 |
| CP max stage cell | clkdlybuf4s50_1 |
| Rows | 30 |
| Final setup viols | 0 |
| CTS Hold Bufs | 0 |
| Sink Count | 22 |
| DR DRC count | 0 |
| Initial antenna violation count | 0 |
| CTS tree | done |
| Hold WC Path Type | reg -> reg |
| Max Fclk | 567 MHz |
| Clk pin slew, worst setup/hold paths | 0.08 ns |
| Post-synth top area cell | dfrtp_1 |
| Crit-path max FO | 2 |
| Peak VDD IR | 0.000135 V |
| Core Util, Final | 21.7% |
| CP max stage delay | 0.50 ns |
| Synth Seq Share | 52.0% |
| Tool warnings | 28 |
| Synth Register Bits | 22 |
| Final hold slack | 0.469 ns |
| DP Wirelength | 1920 µm |
| Chip Area | 0.0108 mm² |
| FF-to-FF setup slack | 1.73 ns |
| Mean area per synthesized cell | 10.3 µm² |
| GR Overflow Total | 0 |
| Via count normalized by instance count | 3.45 |
| H-tree depth | 1 |
| Final ANT Viol Nets | 0 |
| # Cells Yosys | 103 |
| Share of post-route cells with drive strength above 1 | 8.59% |
| CP startpoint kind | register |
| Core Density at Floorplan | 15.6% |
| Leakage Power | 0.683 nW |
| Final Hold Viols | 0 |
-- synth_stat cells, drive strengths merged --
| cell type | number |
|---|---|
| nor2b | 2 |
| xnor2 | 2 |
| dfrtp | 20 |
| xor2 | 1 |
| nand3 | 1 |
| ha | 4 |
| and3b | 1 |
| inv | 19 |
| and2 | 2 |
| nor2 | 1 |
| nand2 | 6 |
| o22ai | 5 |
| buf | 7 |
| o21ai | 9 |
| nand4 | 6 |
| a21o | 2 |
| a21boi | 2 |
| a41o | 2 |
| nor3 | 2 |
| o2111ai | 2 |
| nor3b | 1 |
| and3 | 1 |
| dfstp | 2 |
| nand2b | 2 |
| mux2 | 1 |
-- registers in the layout (all words and copies together) (netlist names) --
| signal | cells |
|---|---|
| decoder.correction_x | 7 |
| decoder.correction_z | 7 |
| decoder.state | 3 |
| state | 5 |
-- path summary, 6_finish.rpt --
| kind | start | end |
|---|---|---|
| max | decoder.correction_z[0]$_DFFE_PN0P_ | correction_z[0] |
| min | state[1]$_DFF_PN0_ | state[0]$_DFF_PN1_ |
| max reg2reg | decoder.state[2]$_DFF_PN0_ | decoder.correction_z[0]$_DFFE_PN0P_ |
| min reg2reg | state[1]$_DFF_PN0_ | state[0]$_DFF_PN1_ |
| max in group asynchronous | rst_n | decoder.state[0]$_DFF_PN1_ |
| min in group asynchronous | rst_n | decoder.correction_z[0]$_DFFE_PN0P_ |
-- metrics by stage --
step / area, µm² / cells
final: 1480 / 224
after CTS: 1480 / 224
after detailed placement: 1410 / 220
after global routing: 1480 / 224
after global placement: 1410 / 220
after floorplan: 1060 / 103
-- placed cells by master (no fill, tap or decap), types with 2 or more instances in the layout --
master,count
ha_1,4
inv_1,19
xnor2_1,2
clkdlybuf4s50_1,27
a41o_1,2
dfstp_2,2
and2_1,2
nor2b_1,2
nand2_1,6
dfrtp_1,20
a21o_1,2
o2111ai_1,2
o21ai_0,8
nand4_1,6
clkbuf_8,3
nand2b_1,2
o22ai_1,5
-- cell type report --
class	count	area, µm²	area share, %
clock buffer	3	41.3	2.78
clock inverter	1	30.0	2.03
inverter	19	71.3	4.81
multi-input combinational	55	389	26.2
sequential	22	553	37.3
tap	96	120	8.10
timing repair buffer	28	278	18.7
-- report_power, final --
group / switching, mW / total, mW / internal, mW / leakage (nW)
clock network: 0.0899 / 0.262 / 0.172 / 0.0357
registers: 0.000000000000270 / 0.287 / 0.287 / 0.237
logic: 0.0227 / 0.0426 / 0.0199 / 0.410
-- cell families (layout without fill, tap and decap cells) --
family | Yosys count | in the layout | share of synthesized area (%)
adders and majority gates | 4 | 4 | 4.71
muxes | 1 | 1 | 1.41
and+or+nand+nor | 25 | 25 | 14.5
AOI/OAI and AO/OA | 22 | 22 | 13.5
DFF | 22 | 22 | 52.0
xor gates and xnor gates | 3 | 3 | 2.47
buffers and inverters | 26 | 51 | 11.4
-- layer usage --
metal	track usage [%]	up-vias	share of wire, %
met5	0	-	0
met4	0.994	0	1.7
met1	5.91	364	47
met2	7.70	13	48
li1	-	393	-
met3	0.815	2	3.3
Power figures rest on the tool's default switching activity, not on a simulated workload.
