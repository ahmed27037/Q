### config.mk
export PLATFORM = sky130hd
export DESIGN_NAME = quantum_gate_core
export DESIGN_NICKNAME = quantum_gate_core
export VERILOG_FILES = /design/flow/design.v
export SDC_FILE = /design/flow/constraint.sdc
export NUM_CORES = 4
export LEC_CHECK = 1
export CORE_AREA = 10 10 449 449
export DIE_AREA = 0 0 459 459
export SYNTH_HDL_FRONTEND = slang
### constraint.sdc
current_design quantum_gate_core

set clk_period 1.7
set clk_io_pct 0.2

create_clock -name clk0 -period $clk_period [get_ports {clk}]

set non_clock_inputs [all_inputs -no_clocks]
set_input_delay [expr $clk_period * $clk_io_pct] -clock clk0 $non_clock_inputs
set_output_delay [expr $clk_period * $clk_io_pct] -clock clk0 [all_outputs]
### design.v
module quantum_gate_core #(
    parameter NUM_QUBITS = 5,
    parameter AMPLITUDE_WIDTH = 32,   
    parameter PARALLEL_UNITS = 4      
) (
    input  logic clk,
    input  logic rst_n,
    input  logic gate_start,
    input  logic [1:0] gate_size,       
    input  logic [NUM_QUBITS-1:0] qubit_mask,
    output logic gate_done,
    input  logic [AMPLITUDE_WIDTH-1:0] gate_matrix_re [0:15],
    input  logic [AMPLITUDE_WIDTH-1:0] gate_matrix_im [0:15],
    output logic [NUM_QUBITS-1:0] sv_addr,
    output logic sv_write_en,
    output logic [AMPLITUDE_WIDTH-1:0] sv_write_data_re,
    output logic [AMPLITUDE_WIDTH-1:0] sv_write_data_im,
    input  logic [AMPLITUDE_WIDTH-1:0] sv_read_data_re,
    input  logic [AMPLITUDE_WIDTH-1:0] sv_read_data_im
);
    typedef enum logic [2:0] {
        IDLE,
        READ_AMPLITUDES,
        COMPUTE,
        WRITE_RESULTS,
        DONE
    } state_t;
    state_t state, next_state;
    logic [NUM_QUBITS-1:0] current_addr;
    logic [3:0] gate_dim;   
    logic [3:0] compute_idx;
    logic [AMPLITUDE_WIDTH-1:0] result_re [0:PARALLEL_UNITS-1];
    logic [AMPLITUDE_WIDTH-1:0] result_im [0:PARALLEL_UNITS-1];
    logic [AMPLITUDE_WIDTH-1:0] amplitude_cache_re [0:15];
    logic [AMPLITUDE_WIDTH-1:0] amplitude_cache_im [0:15];
    always_comb begin
        case (gate_size)
            2'b00: gate_dim = 2;    
            2'b01: gate_dim = 4;    
            2'b10: gate_dim = 8;    
            2'b11: gate_dim = 16;   
            default: gate_dim = 2;
        endcase
    end
    always_ff @(posedge clk or negedge rst_n) begin
        if (!rst_n)
            state <= IDLE;
        else
            state <= next_state;
    end
    always_comb begin
        next_state = state;
        case (state)
            IDLE: begin
                if (gate_start)
                    next_state = READ_AMPLITUDES;
            end
            READ_AMPLITUDES: begin
                if (current_addr >= gate_dim)
                    next_state = COMPUTE;
            end
            COMPUTE: begin
                if (compute_idx >= gate_dim)
                    next_state = WRITE_RESULTS;
            end
            WRITE_RESULTS: begin
                if (current_addr >= gate_dim)
                    next_state = DONE;
            end
            DONE: begin
                next_state = IDLE;
            end
        endcase
    end
    always_ff @(posedge clk or negedge rst_n) begin
        if (!rst_n) begin
            current_addr <= '0;
        end else begin
            case (state)
                IDLE: begin
                    current_addr <= '0;
                end
                READ_AMPLITUDES: begin
                    if (current_addr < gate_dim)
                        current_addr <= current_addr + 1;
                end
                WRITE_RESULTS: begin
                    if (current_addr < gate_dim)
                        current_addr <= current_addr + 1;
                end
                default: current_addr <= current_addr;
            endcase
        end
    end
    genvar i;
    generate
        for (i = 0; i < PARALLEL_UNITS; i++) begin : mult_units
            complex_multiplier #(
                .WIDTH(AMPLITUDE_WIDTH)
            ) cmult (
                .clk(clk),
                .a_re(gate_matrix_re[i]),
                .a_im(gate_matrix_im[i]),
                .b_re(amplitude_cache_re[i]),
                .b_im(amplitude_cache_im[i]),
                .result_re(result_re[i]),
                .result_im(result_im[i])
            );
        end
    endgenerate
    assign sv_addr = current_addr;
    assign gate_done = (state == DONE);
    assign sv_write_en = (state == WRITE_RESULTS);
endmodule
module complex_multiplier #(
    parameter WIDTH = 32
) (
    input  logic clk,
    input  logic [WIDTH-1:0] a_re,
    input  logic [WIDTH-1:0] a_im,
    input  logic [WIDTH-1:0] b_re,
    input  logic [WIDTH-1:0] b_im,
    output logic [WIDTH-1:0] result_re,
    output logic [WIDTH-1:0] result_im
);
    logic [WIDTH-1:0] mult1, mult2, mult3, mult4;
    always_ff @(posedge clk) begin
        mult1 <= a_re * b_re;   
        mult2 <= a_im * b_im;   
        mult3 <= a_re * b_im;   
        mult4 <= a_im * b_re;   
    end
    always_ff @(posedge clk) begin
        result_re <= mult1 - mult2;   
        result_im <= mult3 + mult4;   
    end
endmodule
### run.sh
#!/bin/bash
# OpenROAD 26Q1-2900-gdf79404cd8, Yosys 0.63+post, stock flow scripts
make -C /OpenROAD-flow-scripts/flow DESIGN_CONFIG=/design/flow/config.mk WORK_HOME=/design/flow/orfs finish
==> flow_metrics.env <==
# physical design summary
export IMPL_status="finished, final reports clean"
export IMPL_worstSkewPairLatency_ps=230
export IMPL_die_area_sq_um=211000
export IMPL_rrSetupSlack_ps=30
export IMPL_crit_type="in -> reg"
export IMPL_syn_cell_area_sq_um=970
export IMPL_synth_top_cell_by_area="buf_4"
export IMPL_mi_logic_area_sq_um=536
export IMPL_layout_setup_ws_ps=31.2
export IMPL_ys_warn_count=68
export IMPL_grt_max_degree=10
export IMPL_synth_top_cell_by_count="buf_4"
export IMPL_first_iter_violations=24
export IMPL_fin_hold_ws_ps=404
export IMPL_via_count=613
export IMPL_synthCells=109
export IMPL_port_buffers=11
export IMPL_yosys_top_cells_count="buf_4, dfrtp_1, inv_1, nand2_1, ha_1"
export IMPL_openroad_warnings=1028
export IMPL_fin_worst_skew_ps=1.55
export IMPL_wl_um=2140
export IMPL_fill_cells=23100
export IMPL_worstSetupStartpointType="primary input"
export IMPL_min_period_ps=1670
export IMPL_final_max_slew_viol_count=0
export IMPL_timing_rr_start="sv_addr[3]$_DFFE_PN0P_"
export IMPL_seq_area_sq_um=226
export IMPL_grt_pass1_vias=856
export IMPL_setup_violations_final=0
export IMPL_max_cap_violations=0
export IMPL_cts_tree="done"
export IMPL_hold_viol=0
export IMPL_fp_utilization_pct=0.505
export IMPL_die_height_um=459
export IMPL_finalCritPeriodShare_pct=98.2
export IMPL_holdBufCountCts=0
export IMPL_first_pass_iters=4
export IMPL_cts_sinks=9
export IMPL_die_w_um=459
export IMPL_post_dp_hpwl_um=1940
export IMPL_cts_made_buffers=3
export IMPL_ant_nets=0
export IMPL_synth_avg_cell_area_sq_um=8.90
export IMPL_rsz0062_at_grt="true"
export IMPL_gp_congestion=0.564
export IMPL_leakagePower_nw=0.569
export IMPL_pwr_density_cell_nw_per_um2=255
export IMPL_cp_arrival_ps=1810
export IMPL_synth_edff_count=0
export IMPL_total_power_w=0.00106
export IMPL_grt_remaining_overflow=0
export IMPL_ys_flops=9
export IMPL_critPathLaunch="gate_size[0]"
export IMPL_ys_cells=109
export IMPL_drive_gt1_share_pct=15.6
export IMPL_clk_pin_slew_ps=40
export IMPL_antenna_found_initial=0
export IMPL_hold_path_class="in -> async"
export IMPL_synth_distinct_cells=20
export IMPL_grtUsageTotal_pct=0.175
export IMPL_htree_levels=1
export IMPL_synth_top_cell_area_share_pct=49.5
export IMPL_flop_cell="dfrtp_1"
export IMPL_cp_max_fo=4
export IMPL_clock_path_buffers=2
export IMPL_fmax_mhz=599
export IMPL_route_detailed_drc=0
export IMPL_core_area_sq_um=192000
export IMPL_grt_pass1_wl_um=3330
export IMPL_endpoint_kind="register"
export IMPL_ir_drop_uv=384
export IMPL_place_ws_ps=-701
export IMPL_synthArstFlopShare_pct=100
export IMPL_wire_per_inst_um=0.807
export IMPL_netlist_top_cells_area="buf_4, dfrtp_1, ha_1, mux2i_1, a2111oi_4"
export IMPL_ys_area_sq_um=970
export IMPL_area_growth_pct=329
export IMPL_n_antenna_cell=0
export IMPL_crit_required_ps=1840
export IMPL_ctsRootBufferMaster="clkbuf_16"
export IMPL_pin_count=1169
export IMPL_viasPerCell=0.231
export IMPL_ys_seq_share_pct=23.4
export IMPL_num_rows=161
export IMPL_setup_tns_ps=0
[per-layer routing]
layer | up-vias | routed length, um | track usage (%)
met4 | 0 | 30 | 0.0342
met5 | - | 0 | 0
met3 | 2 | 142 | 0.0466
met1 | 275 | 1240 | 0.278
li1 | 261 | - | -
met2 | 75 | 731 | 0.233
[sequential cells by signal, indices dropped and copies added, names as in the netlist]
| signal | flops |
|---|---|
| sv_addr | 5 |
| state | 4 |
[timing repair]
item | in CTS | in global routing
gates resized | 9 | 3
pin swaps | 2 | 0
setup buffers | 0 | 1
setup endpoints to repair | 8 | 4
[logic make-up after synthesis]
kind of cell	after synthesis	synth area share, %
simple gates	15	8.26
other cells	1	0.387
buf+inv	69	51.5
compound gates	8	8.26
flops	9	23.4
mux	3	3.10
fa+ha+maj	4	5.16
[path summary, 6_finish.rpt]
check	end	depth (start not counted)
setup / recovery	sv_addr[2]$_DFFE_PN0P_	7
hold / removal	sv_addr[2]$_DFFE_PN0P_	1
setup reg to reg	sv_addr[2]$_DFFE_PN0P_	5
hold reg to reg	state[0]$_DFF_PN1_	1
max in group asynchronous	state[0]$_DFF_PN1_	1
min in group clk0	state[0]$_DFF_PN1_	1
[stage by stage]
stage / instances / util [%] / cell area [sq um]
2_1_floorplan: 172 / - / 1250
3_3_place_gp: 2649 / 2.12 / 4070
3_5_place_dp: 2649 / 2.12 / 4070
4_1_cts: 2653 / 2.15 / 4140
5_1_grt: 2654 / 2.16 / 4160
6_report: 2654 / 2.16 / 4160
[layout make-up]
cell class              count  share of cell area (%)
flip-flops and latches      9                    5.45
repair buffers             16                    3.31
clock buffers               4                    1.90
multi-input cells          94                    12.9
well taps                2526                    76.0
inverters                   5                   0.451
[cell usage in the layout (no fill, tap or decap), types with 2 or more instances in the layout]
cell and count:
clkbuf_16 3, nand2_1 5, ha_4 2, conb_1 64, nor2_1 2, ha_1 2, clkdlybuf4s50_1 9, nand3_1 2
buf_4 5, mux2i_1 3, nand2b_4 2, a32o_1 2, dfrtp_1 8, inv_1 5, buf_2 2
[critical path: stages]
cell       delay [ps]
buf_2             130
nand2b_4          150
ha_4              250
and3b_4           180
a2111oi_4         280
and3_4            260
mux2i_1           210
[report_power, final]
group          total (W)  internal, W  leakage (nW)  switching [W]
clock network   0.000403     0.000312        0.0382      0.0000904
registers       0.000284     0.000248         0.118      0.0000357
logic           0.000373     0.000222         0.413       0.000151
total            0.00106     0.000782         0.569       0.000277
Power figures rest on the tool's default switching activity, not on a simulated workload.
